File: ./run.sh
#!/bin/bash
# OpenROAD 26Q1-2900-gdf79404cd8, Yosys 0.63+post, stock flow scripts
make -C /OpenROAD-flow-scripts/flow DESIGN_CONFIG=/design/flow/config.mk WORK_HOME=/design/flow/orfs finish
File: ./config.mk
export PLATFORM = sky130hd
export DESIGN_NAME = top
export DESIGN_NICKNAME = top
export VERILOG_FILES = /design/flow/design.v
export SDC_FILE = /design/flow/constraint.sdc
export NUM_CORES = 4
export LEC_CHECK = 1
export CORE_UTILIZATION = 50
File: ./constraint.sdc
current_design top

set clk_period 8.7
set clk_io_pct 0.2

create_clock -name clk0 -period $clk_period [get_ports {CLK100MHZ}]

set non_clock_inputs [all_inputs -no_clocks]
set_input_delay [expr $clk_period * $clk_io_pct] -clock clk0 $non_clock_inputs
set_output_delay [expr $clk_period * $clk_io_pct] -clock clk0 [all_outputs]
File: ./design.v
`timescale 1ns / 1ps
module mssd(
        input wire clk,
        input wire [31:0] value,
        input wire [7:0] dpValue,
        output wire [6:0] display,
        output wire DP,
        output wire [3:0] AN
    );
    reg [1:0] idx;
    reg [31:0] count = 0;
    assign AN = ~(4'b0001 << idx);
    assign DP = ~dpValue >> idx;
    always@(posedge clk) begin
        if(count == 100000) begin
            count <= 0;
            idx <= idx + 1;
        end else begin
            count <= count + 1;
        end
    end
    ssd ssd0(.value(value[idx*4 +: 4]),
        .display(display)
    );
endmodule
`timescale 1ns / 1ps
module ssd(
        input wire [3:0] value,
        output reg [6:0] display
    );
    always@(*) begin
        case(value)
            0: display = ~7'b0111111;
            1: display = ~7'b0000110;
            2: display = ~7'b1011011;
            3: display = ~7'b1001111;
            4: display = ~7'b1100110;
            5: display = ~7'b1101101;
            6: display = ~7'b1111101;
            7: display = ~7'b0000111;
            8: display = ~7'b1111111;
            9: display = ~7'b1101111;
            10: display = ~7'b1110111;
            11: display = ~7'b1111100;
            12: display = ~7'b0111001;
            13: display = ~7'b1011110;
            14: display = ~7'b1111001;
            15: display = ~7'b1110001;
        endcase
    end
endmodule
`timescale 1ns / 1ps
module top(
        input wire          CLK100MHZ, 
        input wire          RsRx,
        output wire         RsTx,
        output wire [6:0]   seg,
        output wire [3:0]   an,
        output wire         dp
    );
    wire [7:0] data_received;
    wire data_ready;               
    wire [31:0] extended_data = {24'b0, data_received};  
    uart_rx uart_rx_inst (
        .clk(CLK100MHZ),
        .rx(RsRx),
        .data_out(data_received),
        .data_ready(data_ready)
    );
    uart_tx uart_tx_inst (
        .clk(CLK100MHZ),
        .tx(RsTx),
        .data_in(data_received),
        .tx_en(data_ready),
        .busy()
    );
    mssd mssd_inst (
        .clk(CLK100MHZ),
        .value(extended_data),
        .dpValue(8'b00000000),
        .display(seg),
        .DP(dp),
        .AN(an)
    );
endmodule
`timescale 1ns / 1ps
module uart_rx(
        input clk,
        input rx,        
        output reg[7:0] data_out,
        output reg data_ready
    );
    parameter BAUD_RATE = 9600;
    parameter CLOCK_FREQ = 100000000;                        
    localparam CLOCK_PER_BIT = CLOCK_FREQ / BAUD_RATE;      
    localparam STATE_IDLE = 2'b00,
               STATE_START = 2'b01,
               STATE_DATA = 2'b10,
               STATE_STOP = 2'b11;
    reg [1:0] state;                                         
    reg [13:0] counter;                                     
    reg [2:0] bit_index;                    
    reg [7:0] shift_reg;
    always@(posedge clk) begin
            case (state)
                STATE_IDLE: begin
                    data_ready <= 0;                         
                    if (rx == 0) begin                       
                        counter <= CLOCK_PER_BIT >> 1;       
                        state <= STATE_START;                
                        end  
                end
                STATE_START: begin
                    if (counter > 0) begin                   
                        counter <= counter - 1;
                    end else begin
                        if (rx == 0) begin                   
                            counter <= CLOCK_PER_BIT - 1;    
                            bit_index <= 0;                  
                            state <= STATE_DATA;             
                        end else begin
                            state <=  STATE_IDLE;            
                        end
                    end
                end
                STATE_DATA: begin
                    if (counter > 0) begin                   
                        counter <= counter - 1;
                    end else begin                           
                        shift_reg[bit_index] <= rx;          
                        counter <= CLOCK_PER_BIT - 1;        
                        if (bit_index < 7)                   
                            bit_index <= bit_index + 1;
                        else                                 
                            state <= STATE_STOP;
                        end
                end
                STATE_STOP: begin
                    if (counter > 0) begin                   
                        counter <= counter - 1;
                    end else begin
                        state <= STATE_IDLE;                 
                        if (rx == 1) begin                     
                            data_out <= shift_reg;           
                            data_ready <= 1;                 
                        end  
                    end
                end   
            endcase
        end 
endmodule
`timescale 1ns / 1ps
module uart_tx(
    input wire      clk,
    input [7:0]     data_in,
    input wire      tx_en,  
    output reg      tx,  
    output reg      busy
    );
    parameter   BAUD_RATE = 9600;
    parameter   CLOCK_FREQ = 100000000;  
    localparam  CLOCK_PER_BIT = CLOCK_FREQ / BAUD_RATE;
    localparam  STATE_IDLE=2'b00,
                STATE_START=2'b01,
                STATE_DATA=2'b10,
                STATE_STOP=2'b11;
    reg [13:0]  counter;
    reg [2:0]   bit_index;
    reg [7:0]   data_byte;    
    reg [1:0]   state;
    always@(posedge clk) begin
        case (state) 
            STATE_IDLE: begin
                tx <= 1'b1;                          
                counter <= CLOCK_PER_BIT >> 1;       
                busy <= 0;                           
                if (tx_en && !busy) begin            
                    data_byte <= data_in;            
                    state <= STATE_START;            
                    busy <= 1;                       
                end else
                    state <= STATE_IDLE;             
             end
             STATE_START: begin
                tx <= 0;                             
                if (counter > 0) begin
                    counter <= counter - 1;          
                end else begin                       
                    counter <= CLOCK_PER_BIT - 1;    
                    state <= STATE_DATA;             
                end  
             end
             STATE_DATA: begin                       
                tx <= data_byte[bit_index];          
                if (counter > 0) begin               
                    counter <= counter - 1;
                end else begin 
                    counter <= CLOCK_PER_BIT - 1;    
                    if (bit_index < 7) begin         
                        bit_index <= bit_index + 1;
                    end else begin                   
                        bit_index <= 0;              
                        state <= STATE_STOP;         
                    end
                end
              end
              STATE_STOP: begin
                tx <= 1;                             
                if (counter > 0)                     
                    counter <= counter - 1;
                else begin
                    counter <= CLOCK_PER_BIT - 1;    
                    state <= STATE_IDLE;             
                    end
                end
        endcase
      end   
endmodule
==> flow_summary.ini <==
; generated from flow reports
[grt]
antenna_found_initial = 0
track_usage_pct = 18.18
grt_pass1_wl_mm = 14.12
grt_pass1_vias = 3007
grt.overflow.total = 0
grt_max_degree = 17

[detailed_routing]
first_iter_violations = 63
dr.pass1.iters = 4
num_vias = 3299
via_per_inst = 5.270
n_antenna_cell = 0
drt-total-wl_mm = 8.406
wl_per_cell_um = 13.43
drc_errors = 0
ant_nets = 0

[clock_network]
worstSkewPairLatency_ns = 0.37
cts_buffers = 9
clock-root-buffer = clkbuf_8
clk_pin_slew_ns = 0.09
h-tree-depth = 3
cts-resized-gates = 0
postCtsSetupRepairBufs = 0
cts_buffer_depth = 2
cts_tree = yes
cts_hold_buffers = 0
numClockSinks = 103

[yosys]
yosys_most_used_dff = dfxtp_1
edf_count = 48
synth.cell_area_um2 = 4979
ys_seq_share_pct = 51.07
syn_avg_cell_area_um2 = 10.53
yosys_area_um2 = 4979
yosysWarningCount = 4
numSynthFlops = 103
async_flop_share_pct = 0
ys_cells = 473
ys_types = 49
synthCells = 473

[floorplan]
dieArea_um2 = 10360
num_rows = 36
die_w_um = 101.8
io_pins = 15
core-area_um2 = 9729
die_h_um = 101.8
initial_core_util_pct = 51.17

[timing]
tightest_slew_ns = 0.8508
slew_headroom_pct = 43.07
period_used_pct = 51.49
final.min_clock_period_ns = 4.480
finalSetupViolCount = 0
fin_skew_ns = 0.01593
tns_ns = 0
setup_slack_ns = 4.220
rsz0062_at_grt = false
finalHoldViolCount = 0
fmax_mhz = 223.2
final_max_slew_viol_count = 0

[critical_path]
reg2reg_depth = 6
endpoint_kind = primary output
crit_slowest_cell = edfxtp_1
crit_cells = 7
cp_common_cell = inv_1
crit_arrival_ns = 2.74
crit_type = reg -> out
cp_slowest_stage_delay_ns = 0.53
cp_max_fo = 7
ff2ff_setup_slack_ns = 5.99
crit_family = multiplexers
crit_chain = mux2i_1, nor2_1, inv_1, ha_1, inv_1, mux4_2, clkdlybuf4s50_1
crit_required_ns = 6.96
startpoint_type = flop
crit_buf_inv = 3
r2r_start = uart_rx_inst.counter[0]
reg2reg_to = uart_rx_inst.counter[12]

[pwr]
power_density_nw_per_um2 = 154.8
total_leakage_power_nw = 1.985
p_switching_mw = 0.1574
p_int_mw = 0.6947
p_comb_share_pct = 0.2
clkPwrFrac_pct = 40.9
sw_frac_of_total_pct = 18.47
peakVddDrop_mv = 0.1158
p_seq_share_pct = 58.9

[placement]
port_buffers = 13
gp_congestion = 0.8521
pre_cts_ws_ns = 4.586
dp_hpwl_mm = 5.979

[min_path]
hold_start = uart_rx_inst.shift_reg[6]
hp-class = reg -> reg
hold_path_depth = 0
min_to = uart_rx_inst.data_out[6]

[job]
warning_count = 38
max-cap-violations = 0

[finish]
area_delta_synth_final_pct = 10.56
fillers = 848
largestRegisters = mssd_inst.count: 32 flops, uart_rx_inst.counter: 14 flops, uart_tx_inst.counter: 14 flops
drive_above_1_share_pct = 7.708
largest_reg_flops = 32
top_register = mssd_inst.count

[status]
status = complete, no violations
-- worst reg2reg max path, delay by kind of cell, from the launching register on --
family          cells  cell delay [ns]
simple gates        3             1.36
buf+inv             1             0.09
compound gates      1             0.19
fa+ha+maj           1             0.26
flops               1             0.47
-- metrics by stage --
step                      utilization [%]  cells  power [mW]  area [µm²]  hold slack [ns]
after floorplan                         -    473      0.5141        4979           0.4204
after global placement              53.96    610      0.5145        5250           0.4361
after CTS                           56.57    626      0.8640        5504           0.4605
final                               56.57    626      0.8520        5504           0.4600
after detailed placement            53.96    610      0.5145        5250           0.4421
after global routing                56.57    626      0.8824        5504           0.4830
-- worst max-delay path by stage --
stage / slack [ns] / startpoint / endpoint
CTS: 4.18 / mssd_inst.idx[0] / seg[3]
global route: 4.02 / mssd_inst.idx[0] / seg[3]
finish: 4.22 / mssd_inst.idx[0] / seg[3]
-- power by group through the flow --
stage                 Sequential (mW)  Combinational [mW]  Clock, mW
after CTS                       0.502             0.00173      0.361
after global routing            0.502             0.00190      0.379
final                           0.502             0.00172      0.349
-- cells by family after synthesis --
group	after synthesis	share of synthesized area, %
AND-OR/OR-AND	50	5.580
XOR/XNOR	55	9.676
adder cells (fa/ha/maj)	20	5.026
buffers and inverters	37	2.940
flip-flops	103	51.07
multiplexers	17	4.323
other	1	0.07532
AND/OR/NAND/NOR	190	21.31
-- cell usage after synthesis (17+ instances only) --
cell type,instances,area [µm²]
nor2_1,29,108.9
xor2_1,30,262.8
inv_1,24,90.09
dfxtp_1,55,1101
o21ai_0,26,130.1
nand3_1,23,115.1
edfxtp_1,48,1441
ha_1,20,250.2
xnor2_1,25,219.0
nand4_1,19,118.9
nand2_1,33,123.9
nor3_1,17,85.08
-- final cells by class --
| cell class | count | area (µm²) | share of cell area (%) |
|---|---|---|---|
| flip-flops and latches | 103 | 2542 | 46.19 |
| multi-input cells | 333 | 2291 | 41.62 |
| clock buffers | 13 | 212.7 | 3.865 |
| well taps | 133 | 166.4 | 3.023 |
| repair buffers | 17 | 160.2 | 2.910 |
| inverters | 24 | 90.09 | 1.637 |
| clock inverters | 3 | 41.29 | 0.7502 |
-- routing by layer --
metal	part of all wire [%]	global-route usage [%]	vias to the layer above
met2	45	27.70	27
met5	0	0	-
li1	-	-	1738
met4	0.88	1.338	0
met1	52	29.87	1526
met3	2.5	3.852	8
-- cell usage in the layout (no fill, tap or decap), types with 4 or more instances in the layout --
cell             count
nor2_1              29
or4_1                5
nand3_1             23
xor2_1              30
and4_1               4
mux2i_1              8
or3_1                6
nor3_1              17
and3_1               7
nor2b_1              4
edfxtp_1            48
dfxtp_1             55
o21ai_0             26
a21oi_1             14
xnor2_1             25
buf_4                4
nor4_1              15
clkbuf_8            10
and2_1               7
mux2_2               6
inv_1               24
clkdlybuf4s50_1     13
nand2_1             33
nand4_1             19
ha_1                20
Power is estimated from default activity; no workload was simulated.
